## config.mk

```make
export PLATFORM = sky130hd
export DESIGN_NAME = Adder
export DESIGN_NICKNAME = Adder
export VERILOG_FILES = /design/flow/design.v
export SDC_FILE = /design/flow/constraint.sdc
export NUM_CORES = 4
export LEC_CHECK = 1
export CORE_AREA = 10 10 94 94
export DIE_AREA = 0 0 104 104
```

## constraint.sdc

```tcl
current_design Adder

set clk_period 18.1
set clk_io_pct 0.2

create_clock -name clk0 -period $clk_period

set non_clock_inputs [all_inputs -no_clocks]
set_input_delay [expr $clk_period * $clk_io_pct] -clock clk0 $non_clock_inputs
set_output_delay [expr $clk_period * $clk_io_pct] -clock clk0 [all_outputs]
```

## design.v

```verilog
module Adder(
    src1_i,
	src2_i,
	sum_o
	);
input  [32-1:0]  src1_i;
input  [32-1:0]	 src2_i;
output [32-1:0]	 sum_o;
reg    [32-1:0]	 sum_o;
 always@(src1_i or src2_i)
	begin
	sum_o = src1_i + src2_i;
   end
endmodule
```

## run.sh

```bash
#!/bin/bash
# OpenROAD 26Q1-2900-gdf79404cd8, Yosys 0.63+post, stock flow scripts
make -C /OpenROAD-flow-scripts/flow DESIGN_CONFIG=/design/flow/config.mk WORK_HOME=/design/flow/orfs finish
```

==> flow report <==
================================================================================
Result of the run ................................................. finished, final reports clean
Number of detailed-routing iterations run before antenna repair ...            6
Leading area contributor after synthesis ..........................         ha_1
Crit Path Max Fanout ..............................................            4
Horizontal extent of the die ......................................       104 µm
Post-synth cell types .............................................           50
Wirelength per Cell ...............................................      13.8 µm
Vias after detailed routing .......................................         2077
Delay of the slowest critical-path stage ..........................       490 ps
Die area ..........................................................    10800 µm²
Yosys top cell area share .........................................        0.222
Number of hold buffers added after CTS ............................            0
Nature of the critical path startpoint ............................    input pin
Cells along the critical path ..................................... clkdlybuf4s50_1 > ha_1 > fa_1 > a21o_1 > a31o_2 > nand3_1 > o221ai_1 > a311oi_1 > o21bai_1 > xor2_1 > clkdlybuf4s50_1
Final Max Tran Viols ..............................................            0
Number of antenna violations at the first check in global routing .            0
Synthesized cell area .............................................     1740 µm²
Type of element capturing the critical path ....................... primary output
Number of cell instances after yosys synthesis ....................          241
Fraction of final layout cells with drive strength greater than 1 .       0.0307
Final total negative setup slack ..................................         0 ps
Endpoints failing setup ...........................................            0
Data arrival time of the critical path ............................      6580 ps
Via density .......................................................         4.92
Setup Buffers After CTS ...........................................            0
Post-synthesis chip area from yosys ...............................     1740 µm²
Critical path's most frequent cell ................................ clkdlybuf4s50_1
Largest net degree at the start of global routing .................           11
Final-report hold violation count .................................            0
Combined flip-flop and latch cell area ............................        0 µm²
Drt initial violations ............................................           80
DP HPWL ...........................................................      5.17 mm
Worst slew slack as a fraction of its limit .......................        0.644
Number of filler cells placed in the layout .......................          708
Floorplan utilization .............................................        0.255
Post-Route WL .....................................................      5.81 mm
Leakage power .....................................................      1.18 nW
OpenROAD warning count ............................................           32
CLK BUF ...........................................................            0
Slowest-stage cell, CP ............................................ clkdlybuf4s50_1
Fin util ..........................................................        0.407
Syn avg cell area .................................................     7.24 µm²
Residual DRC count ................................................            0
Peak Freq .........................................................     98.1 MHz
Routability cong. .................................................        0.819
Final period util .................................................        0.563
Register area share after synthesis ...............................            0
Cell row count ....................................................           30
Cell Count, Final, Fillers Out ....................................          422
Vertical die size .................................................       104 µm
Vias in the first global route ....................................         2035
Yosys warning total ...............................................            1
Number of instances in the synthesized netlist ....................          241
Placeable core region .............................................     6830 µm²
Number of routed nets with antenna violations .....................            0
Placed cell count .................................................          422
Wire length of the first global-routing pass ......................      9.67 mm
Overall Global Routing Usage ......................................        0.102
I/O pins ..........................................................           96
Port Buffers ......................................................           96
Required time of the worst setup path .............................     14480 ps
Crit path kind .................................................... input pin to primary output
GRT Residual Overflow .............................................            0
Count of maximum capacitance violations ...........................            0
Path class of the lowest-slack min-delay path ..................... input pin to primary output
Ant. Diodes .......................................................            0
Clock period minus final worst setup slack ........................     10200 ps
Areal power density over the cells ................................  38.3 nW/µm²
Actual transition at the worst max-transition pin .................       521 ps
Top cells by area ................................................. ha_1 22%, a21oi_1 8.3%, a21o_1 8.2%, xor2_1 7.5%, xnor2_1 6.5%
Area added between synthesis and finish ...........................        59.5%
Post-CTS Resized ..................................................            0
Max rail drop VDD .................................................      16.0 µV
Unrepaired setup endpoints after global routing ...................           no
Registers .........................................................            0
================================================================================
-- layout by cell type (no fill, tap or decap), types with 2 or more instances in the layout --
| cell type | synthesis | routed |
|---|---|---|
| o21bai_1 | 4 | 4 |
| nor2_1 | 12 | 12 |
| o21a_1 | 2 | 2 |
| ha_1 | 31 | 31 |
| or2_2 | 3 | 3 |
| xor2_1 | 15 | 15 |
| a311oi_1 | 2 | 2 |
| nand2_1 | 18 | 18 |
| mux2i_1 | 2 | 2 |
| xnor2_1 | 13 | 13 |
| a211oi_1 | 3 | 3 |
| nor3_1 | 4 | 4 |
| o21ai_0 | 13 | 13 |
| nand2b_1 | 2 | 2 |
| clkdlybuf4s50_1 | 0 | 96 |
| a21o_1 | 19 | 19 |
| o221ai_1 | 2 | 2 |
| o211ai_1 | 3 | 3 |
| nand3_1 | 10 | 10 |
| nand4_1 | 8 | 8 |
| inv_1 | 6 | 6 |
| a21oi_1 | 29 | 29 |
| a31oi_1 | 3 | 3 |
| o311ai_1 | 2 | 2 |
-- synthesized netlist by cell type (all sizes together), types with 2 or more instances --
| library cell | instances |
|---|---|
| or2 | 3 |
| nor2 | 12 |
| o21a | 2 |
| a21o | 19 |
| inv | 6 |
| ha | 31 |
| o311ai | 2 |
| a31oi | 3 |
| a311oi | 3 |
| o21bai | 5 |
| mux2i | 2 |
| nand3 | 10 |
| nand2b | 2 |
| xnor2 | 13 |
| clkbuf | 8 |
| a211oi | 3 |
| o21ai | 15 |
| buf | 3 |
| nor3 | 4 |
| nand4 | 8 |
| nand2 | 18 |
| xor2 | 15 |
| o221ai | 2 |
| a21oi | 29 |
| o211ai | 3 |
-- logic make-up after synthesis --
logic type / count (synthesis) / share of synthesized area
AND/OR/NAND/NOR: 65 / 0.183
buffers and inverters: 17 / 0.0380
XOR/XNOR: 28 / 0.141
adder cells (fa/ha/maj): 32 / 0.234
multiplexers: 2 / 0.0115
AND-OR/OR-AND: 97 / 0.393
-- layer usage --
metal,global-route usage,part of all wire,up-vias
met3,0.0207,0.066,0
li1,-,-,1092
met1,0.143,0.49,918
met5,0,0,-
met2,0.167,0.44,67
met4,0,0,0
-- where the power goes --
part           leakage (nW)  internal (W)  switching, W
sequential                0             0             0
clock                     0             0             0
combinational          1.18     0.0000643     0.0000423
total                  1.18     0.0000643     0.0000423
-- stage by stage --
stage,hold slack [ps],power [W],setup slack [ps],instance area [µm²]
floorplan,7310,0.0000513,9030,1740
global placement,8270,0.000108,7940,2780
detailed placement,8290,0.000108,7890,2780
CTS,8290,0.000108,7880,2780
global route,8290,0.000119,7700,2780
finish,8280,0.000107,7900,2780
-- final cells by class --
cell class         instances  area (µm²)  area share
multi-input cells        224        1680       0.603
repair buffers            96         961       0.345
well taps                 96         120      0.0432
inverters                  6        22.5     0.00810
-- path summary, 6_finish.rpt --
check                      from        end  slack [ps]  cells after the start
worst max-delay path  src1_i[0]  sum_o[26]        7900                     11
worst min-delay path  src2_i[0]   sum_o[0]        8280                      3
-- critical path: cells and delay by family --
family,cells,cell delay (ps)
adders and majority gates,2,640
AOI/OAI and AO/OA,5,1190
xor gates and xnor gates,1,130
buffers and inverters,2,890
and+or+nand+nor,1,90
Power and IR drop assume default switching activity.
