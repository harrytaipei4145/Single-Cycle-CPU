--- /design/flow/design.v ---
`timescale 1ns / 1ps
module Data_Memory
(
	clk_i,
	addr_i,
	data_i,
	MemRead_i,
	MemWrite_i,
	data_o
);
input				clk_i;
input	[31:0]		addr_i;
input	[31:0]		data_i;
input				MemRead_i;
input				MemWrite_i;
output	[31:0] 		data_o;
reg		[31:0]		data_o;
reg		[7:0]		Mem 			[0:127];	 
integer				i;
wire	[31:0]		memory			[0:31];
assign  memory[0] = {Mem[3], Mem[2], Mem[1], Mem[0]};
assign  memory[1] = {Mem[7], Mem[6], Mem[5], Mem[4]};
assign  memory[2] = {Mem[11], Mem[10], Mem[9], Mem[8]};
assign  memory[3] = {Mem[15], Mem[14], Mem[13], Mem[12]};
assign  memory[4] = {Mem[19], Mem[18], Mem[17], Mem[16]};
assign  memory[5] = {Mem[23], Mem[22], Mem[21], Mem[20]};
assign  memory[6] = {Mem[27], Mem[26], Mem[25], Mem[24]};
assign  memory[7] = {Mem[31], Mem[30], Mem[29], Mem[28]};
assign  memory[8] = {Mem[35], Mem[34], Mem[33], Mem[32]};
assign  memory[9] = {Mem[39], Mem[38], Mem[37], Mem[36]};
assign  memory[10] = {Mem[43], Mem[42], Mem[41], Mem[40]};
assign  memory[11] = {Mem[47], Mem[46], Mem[45], Mem[44]};
assign  memory[12] = {Mem[51], Mem[50], Mem[49], Mem[48]};
assign  memory[13] = {Mem[55], Mem[54], Mem[53], Mem[52]};
assign  memory[14] = {Mem[59], Mem[58], Mem[57], Mem[56]};
assign  memory[15] = {Mem[63], Mem[62], Mem[61], Mem[60]};
assign  memory[16] = {Mem[67], Mem[66], Mem[65], Mem[64]};
assign  memory[17] = {Mem[71], Mem[70], Mem[69], Mem[68]};
assign  memory[18] = {Mem[75], Mem[74], Mem[73], Mem[72]};
assign  memory[19] = {Mem[79], Mem[78], Mem[77], Mem[76]};
assign  memory[20] = {Mem[83], Mem[82], Mem[81], Mem[80]};
assign  memory[21] = {Mem[87], Mem[86], Mem[85], Mem[84]};
assign  memory[22] = {Mem[91], Mem[90], Mem[89], Mem[88]};
assign  memory[23] = {Mem[95], Mem[94], Mem[93], Mem[92]};
assign  memory[24] = {Mem[99], Mem[98], Mem[97], Mem[96]};
assign  memory[25] = {Mem[103], Mem[102], Mem[101], Mem[100]};
assign  memory[26] = {Mem[107], Mem[106], Mem[105], Mem[104]};
assign  memory[27] = {Mem[111], Mem[110], Mem[109], Mem[108]};
assign  memory[28] = {Mem[115], Mem[114], Mem[113], Mem[112]};
assign  memory[29] = {Mem[119], Mem[118], Mem[117], Mem[116]};
assign  memory[30] = {Mem[123], Mem[122], Mem[121], Mem[120]};
assign  memory[31] = {Mem[127], Mem[126], Mem[125], Mem[124]};
initial begin
	for(i=0; i<128; i=i+1)
		Mem[i] = 8'b0;
end 
always@(posedge clk_i) begin
    if(MemWrite_i) begin
		Mem[addr_i+3] <= data_i[31:24];
		Mem[addr_i+2] <= data_i[23:16];
		Mem[addr_i+1] <= data_i[15:8];
		Mem[addr_i]   <= data_i[7:0];
	end
end
always@(addr_i or MemRead_i) begin
	if(MemRead_i)
		data_o = {Mem[addr_i+3], Mem[addr_i+2], Mem[addr_i+1], Mem[addr_i]};
end
endmodule
--- /design/flow/config.mk ---
export PLATFORM = sky130hd
export DESIGN_NAME = Data_Memory
export DESIGN_NICKNAME = Data_Memory
export VERILOG_FILES = /design/flow/design.v
export SDC_FILE = /design/flow/constraint.sdc
export NUM_CORES = 4
export LEC_CHECK = 1
export CORE_UTILIZATION = 40
--- /design/flow/run.sh ---
#!/bin/bash
# OpenROAD 26Q1-2900-gdf79404cd8, Yosys 0.63+post, stock flow scripts
make -C /OpenROAD-flow-scripts/flow DESIGN_CONFIG=/design/flow/config.mk WORK_HOME=/design/flow/orfs finish
--- /design/flow/constraint.sdc ---
current_design Data_Memory

set clk_period 17.3
set clk_io_pct 0.2

create_clock -name clk0 -period $clk_period [get_ports {clk_i}]

set non_clock_inputs [all_inputs -no_clocks]
set_input_delay [expr $clk_period * $clk_io_pct] -clock clk0 $non_clock_inputs
set_output_delay [expr $clk_period * $clk_io_pct] -clock clk0 [all_outputs]
==> flow_summary.toml <==
# generated from flow reports
[drt]
drtAntennaViolNets = 0
vias = 95826
drc = 0
drt_first_pass_iters = 16
wl_mm = 583
wl_per_cell_um = 46.7
post_drt_via_cell_ratio = 7.68
drt_iter0_drc = 12215

[synthesis]
numSynthFlops = 1056
yosysWarnings = 1
syn_avg_cell_area_um2 = 10.8
ys_cells = 9411
ys_area_um2 = 102000
async_flop_share_pct = 0
ff_type = "edfxtp_1"
synthCells = 9411
edf_count = 1024
synth_cell_types = 81
syn_area_um2 = 102000

[setup_path]
endpoint_kind = "register"
crit_type = "input port to register"
arrival_ns = 9.13
required_ns = 17.81
start_kind = "input port"
cp_max_fo = 34

[timing]
worstMarginPinSlew_ns = 1.23
untimed_endpoints = 64
fmax_mhz = 116
unclocked_regs = 32
setup_violations = 0
hold_viol = 0
slew_violations = 0
setup_tns_ns = 0
rsz0062_at_grt = "no"
period_minus_slack_ns = 8.62
finalClockPeriodUsage_pct = 49.8
relSlewSlack_pct = 15.3

[floorplan]
core_area_um2 = 252000
rows = 184
fp-utilization_pct = 40.4
die_area_um2 = 256000
dieHeight_um = 506
fp.dieW_um = 506
io-pin-count = 99

[run]
log.warning_count = 60
max_cap_viol_count = 0

[clocking]
cts_max_level = 4
clockBufferDepth = 3
cts_tree = "built"
cts_root_buf = "clkbuf_16"
clkTransAtPathRegs_ns = 0.06
postCtsSetupBuffers = 0
holdBufCountCts = 0
cts_made_buffers = 136
cts_resized = 0

[final_layout]
fin_area_um2 = 110000
flop_area_um2 = 31200
final_common_cell = "mux2i_1"
final_cell_mix = "mux2i_1, mux4_2, edfxtp_1"
num-fill-cells = 22780
synthToLayoutAreaGrowth_pct = 8.61
drive_gt1_share_pct = 27.3
layout.area.comb_um2 = 66000

[grt]
grt_pass1_vias = 89366
grt_pass1_wl_mm = 778
grt.overflow.total = 0
grt_max_degree = 106
grt_usage_pct = 47.4
antenna_found_initial = 80

[place]
post_dp_cell_area_um2 = 106000
port_buffers = 73
hpwl_mm = 396
gp_congestion = 1.20

[run_status]
outcome = "complete, no violations"

[min_path]
hp-class = "input port to register"

[pwr]
fin_total_pwr_w = 0.00820
ir_worst_vdd_mv = 0.0661
p_leak_nw = 38.8
powerDensity_nw_per_um2 = 74.2
worst paths after layout:
kind | start | to | slack [ns] | cells after the start
worst max-delay path | addr_i[1] | Mem[2][4]$_DFFE_PP_ | 8.68 | 10
worst min-delay path | data_i[2] | Mem[83][2]$_DFFE_PP_ | 3.12 | 3
stage by stage:
stage	hold slack, ns	std cells	util, %	setup slack, ns
finish	3.12	12480	43.8	8.68
detailed placement	3.96	12144	42.0	8.33
global route	3.12	12415	43.8	8.95
global placement	3.97	12144	42.0	8.37
CTS	3.08	12384	43.7	9.22
floorplan	3.95	9411	-	9.70
per-layer routing:
| layer | vias up | GRT usage, % | wire (µm) |
|---|---|---|---|
| li1 | 36591 | - | - |
| met1 | 46653 | 52.1 | 180000 |
| met2 | 9919 | 59.5 | 227000 |
| met3 | 2537 | 38.6 | 117000 |
| met4 | 126 | 32.6 | 54100 |
| met5 | - | 15.3 | 4500 |
Yosys cell counts, drive strengths merged (11+ instances only):
library cell  count  area share, %
a2111oi          11           0.11
a211oi           21           0.17
a21o            512            3.8
a21oi           575            2.8
a22oi            24           0.18
a31oi            17           0.10
a32oi            33           0.28
and2             18           0.11
and3             15          0.092
buf             398            2.0
clkbuf          755            2.8
dlxtp            32           0.47
edfxtp         1024             30
mux2            522            5.8
mux2i          1233             12
mux4           1031             23
nand2          1002            3.7
nand3           159           0.78
nand4            41           0.27
nor2            438            2.0
nor2b            15          0.092
nor3             63           0.50
nor4             29           0.18
o211ai           27           0.20
o21ai           595            2.9
o221ai           15           0.13
o22a             11          0.095
o22ai           613            3.8
or4              82           0.61
where the power goes:
part           total (W)  switching (W)  leakage, nW  internal, W
Sequential       0.00287      0.0000682         9.47      0.00281
Combinational    0.00236        0.00161         27.2     0.000749
Clock            0.00296        0.00127         2.15      0.00169
Total            0.00820        0.00295         38.8      0.00525
worst max-delay path, cell delays in order:
cell and delay (ns):
buf_4 0.30, buf_4 0.56, inv_8 0.29, ha_2 0.45, and2_2 0.71, buf_4 0.66, nand3_1 0.85, buf_4 0.55
nor2_2 0.62, or4_1 0.51
kinds of logic after synthesis:
family | after synthesis | share of synthesized area, %
compound gates | 2502 | 15.0
latches | 32 | 0.472
flops | 1024 | 30.2
fa+ha+maj | 7 | 0.0861
xor+xnor | 15 | 0.159
buf+inv | 1159 | 4.79
simple gates | 1886 | 8.53
mux | 2786 | 40.7
registers in the layout, indices dropped and copies added (netlist names):
register  cells
data_o       32
Mem        1024
cell type report:
class | instances | share of cell area (%)
Multi-Input combinational cell | 7196 | 59.8
Clock inverter | 79 | 0.814
Clock buffer | 161 | 3.20
Antenna cell | 96 | 0.217
Inverter | 6 | 0.0294
Sequential cell | 1056 | 28.3
Tap cell | 3348 | 3.79
Timing Repair Buffer | 538 | 3.92
Power figures rest on the tool's default switching activity, not on a simulated workload.
