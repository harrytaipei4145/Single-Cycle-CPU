`/design/flow/run.sh`:
```
#!/bin/bash
# OpenROAD 26Q1-2900-gdf79404cd8, Yosys 0.63+post, stock flow scripts
make -C /OpenROAD-flow-scripts/flow DESIGN_CONFIG=/design/flow/config.mk WORK_HOME=/design/flow/orfs finish
```
`/design/flow/config.mk`:
```
export PLATFORM = sky130hd
export DESIGN_NAME = ProgramCounter
export DESIGN_NICKNAME = ProgramCounter
export VERILOG_FILES = /design/flow/design.v
export SDC_FILE = /design/flow/constraint.sdc
export NUM_CORES = 4
export LEC_CHECK = 1
export CORE_AREA = 10 10 82 82
export DIE_AREA = 0 0 92 92
```
`/design/flow/constraint.sdc`:
```
current_design ProgramCounter

set clk_period 1.0
set clk_io_pct 0.2

create_clock -name clk0 -period $clk_period [get_ports {clk_i}]

set non_clock_inputs [all_inputs -no_clocks]
set_input_delay [expr $clk_period * $clk_io_pct] -clock clk0 $non_clock_inputs
set_output_delay [expr $clk_period * $clk_io_pct] -clock clk0 [all_outputs]
```
`/design/flow/design.v`:
```
module ProgramCounter(
    clk_i,
	rst_i,
	pc_in_i,
	pc_out_o
	);
input           clk_i;
input	        rst_i;
input  [32-1:0] pc_in_i;
output [32-1:0] pc_out_o;
reg    [32-1:0] pc_out_o;
always @(posedge clk_i) begin
    if(~rst_i)
	    pc_out_o <= 0;
	else
	    pc_out_o <= pc_in_i;
end
endmodule
```
==> impl_metrics.json <==
{
  "status": "complete, no violations",
  "core_area_mm2": 0.00507,
  "syn_area_um2": 896,
  "critical_path_class": "register to output port",
  "clockBufferDepth": 2,
  "timing.hold.ws_ns": 0.516,
  "die_w_um": 92,
  "cts_root_buffer": "clkbuf_8",
  "drt_pre_antenna_iters": 2,
  "ys_warn_count": 1,
  "grt_pass1_wl_um": 3950,
  "tightestPinTransition_ns": 0.138,
  "crit_buf_inv": 1,
  "place.gp.congestion": 0.638,
  "antennaDiodeCount": 0,
  "overflow": 0,
  "rsz0062_at_grt": "false",
  "drive_gt1_share_pct": 49.6,
  "dieArea_mm2": 0.00846,
  "p_leak_nw": 0.721,
  "num_vias": 691,
  "fmax_mhz": 1040,
  "ant_nets": 0,
  "top_cell_area_share_pct": 71.5,
  "hold_viol": 0,
  "cts_tree": "built",
  "area_growth_pct": 89.9,
  "clkTransAtPathRegs_ns": 0.06,
  "finalSetupViolations": 0,
  "cellPowerDensity_mw_per_mm2": 1660,
  "vias_per_cell": 3.31,
  "grt_max_degree": 29,
  "postCtsSetupRepairBufs": 0,
  "ys.flops": 32,
  "period_used_pct": 95.8,
  "slew_headroom_pct": 90.8,
  "path_max_fanout": 1,
  "wire_per_inst_um": 11.6,
  "synth_cells": 67,
  "track_usage_pct": 5.90,
  "cts_made_buffers": 5,
  "wl_um": 2430,
  "maxCapViolations": 0,
  "cts.htree.levels": 2,
  "initial_core_util_pct": 17.7,
  "synth_seq_share_pct": 71.5,
  "worst_setup_path_end_kind": "output port",
  "drc": 0,
  "largest_area_cell": "dfxtp_1",
  "tns_ns": 0,
  "clock-sinks": 32,
  "largest_reg_flops": 32,
  "die_h_um": 92,
  "syn_area_per_cell_um2": 13.4,
  "path_cells": "clkdlybuf4s15_1",
  "start_kind": "register",
  "dp_hpwl_um": 1970,
  "yosys_cells": 67,
  "max_stage_delay_ns": 0.31,
  "cp_slowest_cell": "dfxtp_1",
  "antenna_found_initial": 0,
  "critPathTopFamily": "flip-flops",
  "warning_count": 25,
  "drtIter0Drc": 8,
  "utilization_pct": 33.5,
  "cp.required_ns": 0.80,
  "largest_register": "pc_out_o",
  "portBuffers": 65,
  "vdd_drop_max_v": 0.00105,
  "lay_top_cells": "33 x clkdlybuf4s50_1, 32 x and2_2, 18 x clkdlybuf4s15_1, 18 x dfxtp_1",
  "yosys_area_um2": 896,
  "p_total_mw": 2.83,
  "critPathArrivalTime_ns": 0.76,
  "slew_violations": 0,
  "period_minus_slack_ns": 0.958,
  "rows": 26,
  "layout_top_cell": "clkdlybuf4s50_1",
  "hold_path.class": "primary input to register",
  "grt_pass1_vias": 781,
  "boundaryPins": 66,
  "synth_cell_types": 3,
  "yosys-top-cells-area": "dfxtp_1 72%, and2_2 27%, clkbuf_2 1.7%",
  "largestRegisters": "pc_out_o x32"
}
-- Yosys cell counts --
master    instances
and2_2           32
dfxtp_1          32
clkbuf_2          3
-- where the power goes --
| part | switching [mW] | internal [mW] | total (mW) |
|---|---|---|---|
| Clock | 0.447 | 0.738 | 1.19 |
| Sequential | 0.0160 | 1.35 | 1.37 |
| Combinational | 0.0545 | 0.227 | 0.281 |
-- final cells by class --
class,count,area (µm²)
Clock buffer,6,72.6
Clock inverter,2,35.0
Fill cell,510,3370
Multi-Input combinational cell,32,240
Sequential cell,32,658
Tap cell,70,87.6
Timing Repair Buffer,67,608
-- routing by layer --
metal / global-route usage [%] / vias up / routed length (µm)
met2: 7.71 / 52 / 882
li1: - / 342 / -
met4: 0.514 / 0 / 25
met1: 7.22 / 293 / 1060
met3: 5.52 / 4 / 462
met5: 0 / - / 0
-- kinds of logic after synthesis --
kind of cell,after synthesis,synth area share [%]
flops,32,71.5
simple gates,32,26.8
buf+inv,3,1.68
-- repair_timing --
| action | CTS | global route |
|---|---|---|
| setup endpoints to repair | 32 | 21 |
| hold endpoints to repair | 0 | 0 |
| hold buffers | 0 | 0 |
| resized | 66 | 26 |
-- path summary, 6_finish.rpt --
path | endpoint | depth (start not counted) | slack, ns | start
worst min-delay path | pc_out_o[22] | 2 | 0.52 | pc_in_i[22]
worst max-delay path | pc_out_o[14] | 1 | 0.04 | pc_out_o[14]
-- metrics by stage --
| step | std cells | area [µm²] | setup slack (ns) |
|---|---|---|---|
| after CTS | 209 | 1760 | 0.00470 |
| after detailed placement | 201 | 1650 | -0.146 |
| after global routing | 209 | 1700 | 0.0000100 |
| after floorplan | 67 | 896 | 0.405 |
| final | 209 | 1700 | 0.0418 |
| after global placement | 201 | 1650 | -0.137 |
Power and IR drop assume default switching activity.
